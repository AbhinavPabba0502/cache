==> design.v <==
`timescale 1ns/1ps
module cache (
    input  logic        clk,
    input  logic        rst_n,
    input  logic        read_en,
    input  logic        write_en,
    input  logic [31:0] address,
    input  logic [31:0] write_data,
    output logic [31:0] read_data,
    output logic        hit
);
    localparam NSETS       = 16;
    localparam OFFSET_BITS = 2;
    localparam INDEX_BITS  = 4;
    localparam TAG_BITS    = 32 - OFFSET_BITS - INDEX_BITS;
    localparam NWAYS       = 2;
    logic [TAG_BITS-1:0]    tag;
    logic [INDEX_BITS-1:0]  index;
    logic [OFFSET_BITS-1:0] offset;
    always_comb begin
        tag    = address[31:OFFSET_BITS+INDEX_BITS];
        index  = address[OFFSET_BITS+INDEX_BITS-1:OFFSET_BITS];
        offset = address[OFFSET_BITS-1:0];
    end
    logic [TAG_BITS-1:0]  cache_tag   [0:NWAYS-1][0:NSETS-1];
    logic [31:0]         cache_data  [0:NWAYS-1][0:NSETS-1];
    logic                valid       [0:NWAYS-1][0:NSETS-1];
    logic                lru         [0:NSETS-1];
    logic chosen_way;
    logic w0_hit, w1_hit;
    logic [31:0] data_out;
    always_comb begin
        w0_hit = valid[0][index] && (cache_tag[0][index] == tag);
        w1_hit = valid[1][index] && (cache_tag[1][index] == tag);
        hit = w0_hit || w1_hit;
        data_out = w0_hit ? cache_data[0][index] : (w1_hit ? cache_data[1][index] : 32'b0);
    end
    always_ff @(posedge clk or negedge rst_n) begin
        if (!rst_n) begin
            integer i, w;
            for (i = 0; i < NSETS; i++) begin
                lru[i] <= 0;
                for (w = 0; w < NWAYS; w++) begin
                    valid[w][i] <= 0;
                    cache_tag[w][i] <= 0;
                    cache_data[w][i] <= 0;
                end
            end
            read_data <= 0;
        end else if (read_en || write_en) begin
            if (hit) begin
                if (w0_hit) begin
                    lru[index] <= 1'b1;  
                    if (write_en) cache_data[0][index] <= write_data;
                end else begin
                    lru[index] <= 1'b0;  
                    if (write_en) cache_data[1][index] <= write_data;
                end
            end else begin
                if (!valid[0][index]) chosen_way = 0;
                else if (!valid[1][index]) chosen_way = 1;
                else chosen_way = lru[index];  
                valid[chosen_way][index] <= 1;
                cache_tag[chosen_way][index] <= tag;
                if (read_en) begin
                    cache_data[chosen_way][index] <= address;  
                end
                if (write_en) cache_data[chosen_way][index] <= write_data;
                lru[index] <= (chosen_way == 0) ? 1'b1 : 1'b0;
            end
            read_data <= data_out;
        end
    end
endmodule
==> run.sh <==
#!/bin/bash
# OpenROAD 26Q1-2900-gdf79404cd8, Yosys 0.63+post, stock flow scripts
make -C /OpenROAD-flow-scripts/flow DESIGN_CONFIG=/design/flow/config.mk WORK_HOME=/design/flow/orfs finish
==> config.mk <==
export PLATFORM = sky130hd
export DESIGN_NAME = cache
export DESIGN_NICKNAME = cache
export VERILOG_FILES = /design/flow/design.v
export SDC_FILE = /design/flow/constraint.sdc
export NUM_CORES = 4
export LEC_CHECK = 1
export CORE_UTILIZATION = 50
==> constraint.sdc <==
current_design cache

set clk_period 33.5
set clk_io_pct 0.2

create_clock -name clk0 -period $clk_period [get_ports {clk}]

set non_clock_inputs [all_inputs -no_clocks]
set_input_delay [expr $clk_period * $clk_io_pct] -clock clk0 $non_clock_inputs
set_output_delay [expr $clk_period * $clk_io_pct] -clock clk0 [all_outputs]
==> out/qor.yml <==
finish:
  comb_area_sq_um: 42900
  fillers: 15300
  seq_area_sq_um: 48400
  syn2layout_area_growth_pct: 11.2
  drive_gt1_frac: 0.246
  layout.cells.non_filler: 10600
power:
  finalPower_uw: 8100
  power.density_nw_per_um2: 76.5
  leakagePower_uw: 0.0429
  ir_drop_mv: 0.0597
clocking:
  cts_resized: 0
  cts_hold_buf: 0
  clk_pin_slew_ns: 0.06
  cts_buffers: 205
  cts_tree: "done"
  cts_sinks: 1936
  post_cts_buffers: 0
  clock-root-buffer: "clkbuf_16"
  cts.path.max_buffers: 3
  clk_latency_ns: 0.90
  htree_levels: 4
synth:
  synth_top_area_share: 0.509
  yosys-stat-cells: 8187
  top_cell: "dfrtp_1"
  synth_cells: 8187
  numSynthFlops: 1936
  postSynthSeqShare: 0.509
  common_cells: "dfrtp_1, mux2_2, clkbuf_1, a2bb2oi_1, o22ai_1"
  syn_area_per_cell_sq_um: 11.6
  synthArstFlopShare: 1.00
  yosysWarnings: 5
  yosysTopAreaCell: "dfrtp_1"
  synth-edff-count: 0
  ys.flop_type: "dfrtp_1"
  area_leaders: "dfrtp_1, mux2_2, a2bb2oi_1, o22a_1, o22ai_1"
  synth_cell_type_count: 100
  syn-cell-area_sq_um: 95200
  yosys_area_sq_um: 95200
final_timing:
  hold_violations: 0
  max_slew.worst_pin.slew_ns: 1.17
  slew_violations: 0
  fin_skew_ns: 0.0398
  rsz0062_at_grt: "no"
  fin_crit_sh: 0.591
  setup_viol: 0
  slew_headroom: 0.213
  timing.fmax_mhz: 50.5
  min_period_ns: 19.80
  setup_tns_ns: 0
critical_path:
  required_ns: 26.80
  r2r_cells: 16
  rr_startpoint: "cache_tag[19][18]$_DFFE_PN0P_"
  crit_path_end_kind: "output port"
  cp.buffers_inverters: 4
  cp_top_family: "simple AND/OR/NAND/NOR gates"
  cp.arrival_ns: 13.10
  slowest_delay_ns: 0.94
  crit_path_end: "hit"
  worstPathCellList: "buf_6 -> buf_4 -> buf_4 -> and2_1 -> a22oi_1 -> o22ai_1 -> a211oi_1 -> xnor2_1 -> nor4_2 -> and4b_1 -> nand2_2 -> nand2_1 -> clkdlybuf4s50_1"
  crit_start: "address[4]"
  r2r-end: "cache_data[1][30]$_DFFE_PN0P_"
  crit_type: "in2out"
  cp.depth: 13
  reg2reg_setup_slack_ns: 26.30
  crit_fanout: 37
  cp_common_cell: "buf_4"
  critPathLaunchType: "primary input"
  critPathSlowestCell: "nor4_2"
die:
  coreArea_sq_um: 188000
  row_count: 159
  io_pins: 101
  die-height_um: 438
  fp.dieW_um: 438
  initCoreUtil: 0.506
  die_area_sq_um: 192000
routing:
  drt-total-wl_um: 471000
  drtPass1Iterations: 9
  drc: 0
  num_vias: 85100
  antenna_left: 0
  wl_per_cell_um: 44.5
  dr.first_iter.drc_count: 9659
  vias_per_cell: 8.04
placed_design:
  placedCellCount: 10200
  numPortBuffers: 100
  dp_hpwl_um: 273000
  gp_congestion: 1.02
min_path:
  min-delay-path-class: "reg2reg"
flow_run:
  drv_cap: 0
  warnings: 50
global_route:
  grtUsageTotal: 0.513
  grt_max_degree: 121
  first_global_vias: 85700
  antenna_found_initial: 23
  grt-ovfl-total: 0
  grt_first_pass_wirelength_um: 660000
status:
  outcome: "complete, no violations"
-- worst min-delay path by stage --
| stage | start | to | slack [ns] | cells past startpoint |
|---|---|---|---|---|
| 4_1_cts | valid[21]$_DFFE_PN0P_ | valid[21]$_DFFE_PN0P_ | 0.47 | 1 |
| 5_1_grt | valid[18]$_DFFE_PN0P_ | valid[18]$_DFFE_PN0P_ | 0.48 | 1 |
| 6_report | valid[18]$_DFFE_PN0P_ | valid[18]$_DFFE_PN0P_ | 0.46 | 1 |
-- kinds of logic (layout without fill, tap and decap cells) --
logic type | count (synthesis) | in the layout | synth area share
mux | 983 | 983 | 0.116
xor+xnor | 27 | 27 | 0.00248
other cells | 0 | 21 | 0
flops | 1936 | 1936 | 0.509
simple gates | 1176 | 1176 | 0.0687
compound gates | 2934 | 2934 | 0.253
buf+inv | 1131 | 1004 | 0.0515
-- registers in the layout (all words and copies together), names as in the netlist --
name	count
cache_data	1024
read_data	32
valid	32
cache_tag	832
lru	16
-- cells in the final DEF (no fill, tap or decap), types with 78 or more instances in the layout --
cell type	count
a22o_1	165
a21oi_1	101
o221a_2	84
a2bb2oi_1	584
o22ai_1	387
nor2_1	189
o32ai_1	112
mux2i_1	101
nand2_1	214
buf_4	411
dfrtp_1	1936
inv_1	116
clkbuf_16	214
a221oi_1	175
mux2_2	850
nand3_1	161
o22a_1	369
a222oi_1	78
a22oi_1	308
o21ai_0	112
-- final cells by class --
cell class	instances	area share
Antenna cell	21	0.000496
Clock buffer	323	0.0596
Clock inverter	44	0.00480
Inverter	120	0.00425
Multi-Input combinational cell	5120	0.405
Sequential cell	1936	0.458
Tap cell	2495	0.0295
Timing Repair Buffer	517	0.0388
-- metal layers --
layer | track usage | wire length [um] | up-vias
met3 | 0.304 | 76300 | 2805
li1 | - | - | 31700
met2 | 0.675 | 191000 | 8070
met5 | 0.0273 | 639 | -
met1 | 0.618 | 154000 | 42500
met4 | 0.389 | 48300 | 30
-- where the power goes --
part           internal (uW)  leakage [uW]  switching [uW]
Sequential              3290        0.0232             613
Combinational            956        0.0163             892
Clock                   1350       0.00335             999
Total                   5590        0.0429            2500
-- stage by stage --
step | setup slack, ns | util | hold slack (ns) | instance area [sq um]
2_1_floorplan | 17.39 | - | 0.433 | 95200
3_3_place_gp | 14.25 | 0.526 | 0.447 | 99000
3_5_place_dp | 14.25 | 0.526 | 0.453 | 99000
4_1_cts | 14.24 | 0.562 | 0.469 | 106000
5_1_grt | 13.73 | 0.562 | 0.481 | 106000
6_report | 13.70 | 0.562 | 0.463 | 106000
-- worst register-to-register path: cells and delay by family, from the launching register on --
family / cells / cell delay, ns
compound gates: 5 / 1.65
xor+xnor: 1 / 0.18
buf+inv: 5 / 2.07
flops: 1 / 0.38
mux: 1 / 0.33
simple gates: 4 / 2.49
Power is estimated from default activity; no workload was simulated.
